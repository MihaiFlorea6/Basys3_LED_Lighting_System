### /design/flow/run.sh
#!/bin/bash
# OpenROAD 26Q1-2900-gdf79404cd8, Yosys 0.63+post, stock flow scripts
make -C /OpenROAD-flow-scripts/flow DESIGN_CONFIG=/design/flow/config.mk WORK_HOME=/design/flow/orfs finish
### /design/flow/config.mk
export PLATFORM = sky130hd
export DESIGN_NAME = top_module
export DESIGN_NICKNAME = top_module
export VERILOG_FILES = /design/flow/design.v
export SDC_FILE = /design/flow/constraint.sdc
export NUM_CORES = 4
export LEC_CHECK = 1
export CORE_UTILIZATION = 40
### /design/flow/constraint.sdc
current_design top_module

set clk_period 7.0
set clk_io_pct 0.2

create_clock -name clk0 -period $clk_period [get_ports {i_clk}]

set non_clock_inputs [all_inputs -no_clocks]
set_input_delay [expr $clk_period * $clk_io_pct] -clock clk0 $non_clock_inputs
set_output_delay [expr $clk_period * $clk_io_pct] -clock clk0 [all_outputs]
### /design/flow/design.v
module bcd_to_7seg(
    input wire [3:0] i_digit,  
    output reg [6:0] o_seg  
);
    always @(*) begin
        case(i_digit)
            4'd0: o_seg = 7'b1000000;  
            4'd1: o_seg = 7'b1111001;  
            4'd2: o_seg = 7'b0100100;  
            4'd3: o_seg = 7'b0110000;  
            4'd4: o_seg = 7'b0011001;  
            4'd5: o_seg = 7'b0010010;  
            4'd6: o_seg = 7'b0000010;  
            4'd7: o_seg = 7'b1111000;  
            4'd8: o_seg = 7'b0000000;  
            4'd9: o_seg = 7'b0010000;  
            default: o_seg = 7'b1111111;  
        endcase
    end
endmodule
module clock_divider #(
    parameter p_DIVIDER_VALUE = 26'd50_000_000  
)(
    input wire i_clk,
    input wire i_rst,
    output reg o_clk_1hz
);
    reg [25:0] r_counter;
    always @(posedge i_clk or posedge i_rst) begin
        if (i_rst) begin
            r_counter <= 26'd0;
            o_clk_1hz <= 1'b0;
        end else begin
            if (r_counter >= p_DIVIDER_VALUE -1) begin
                r_counter <= 26'd0;
                o_clk_1hz <= ~o_clk_1hz;
            end else begin
                r_counter <= r_counter + 1'b1;
            end
        end
    end
endmodule
module clock_logic(
    input wire i_clk_1hz,  
    input wire i_rst,  
    input wire i_inc_hours,  
    input wire i_inc_minutes,  
    output reg [5:0] o_hours,
    output reg [5:0] o_minutes
);
    always @(posedge i_clk_1hz or posedge i_rst) begin
        if (i_rst) begin
            o_hours <= 6'd0;
            o_minutes <= 6'd0;
        end else begin
            if (i_inc_minutes) begin
                if (o_minutes == 59)begin
                    o_minutes <= 6'd0;
                    o_hours <= (o_hours == 23) ? 6'd0: o_hours +1;
               end else begin
                    o_minutes <= o_minutes + 1'b1;
               end
            end
            if (i_inc_hours) begin
                if (o_hours == 23)
                    o_hours <= 6'd0;
                else
                    o_hours <= o_hours + 1'd1;
            end
        end
    end
endmodule
module debounce(
    input wire i_clk,  
    input wire i_btn_in,  
    output reg o_btn_out  
);
    reg [16:0] r_cnt;
    reg r_sync_0, r_sync_1;  
    always @(posedge i_clk) begin
        r_sync_0 <= i_btn_in;
        r_sync_1 <= r_sync_0;
        if (r_sync_1 == o_btn_out) begin
            r_cnt <= 17'd0;
        end else begin
            r_cnt <= r_cnt + 1'b1;
            if (r_cnt == 17'h1FFFF) begin  
                o_btn_out <= r_sync_1;
            end
        end
    end    
endmodule
module led_animator(
    input wire i_clk,  
    input wire i_rst,  
    output reg [15:0] o_led_pattern  
);
    localparam STEP_DELAY = 24'd8_000_000;
    reg [3:0] r_pos; 
    reg [23:0] r_delay_cnt;
    always @(posedge i_clk or posedge i_rst) begin
        if (i_rst) begin
            r_pos <= 4'd0;
            r_delay_cnt <= 24'd0;
        end else begin
            if (r_delay_cnt >= STEP_DELAY) begin
                r_delay_cnt <= 24'd0;
                r_pos <= r_pos + 1'b1;  
            end else begin
                r_delay_cnt <= r_delay_cnt + 1'b1;
            end
        end
    end
    integer i;
    always @(*) begin
        for (i = 0; i < 16; i = i + 1) begin
            if((i >= r_pos -3 && i <= r_pos + 3))
                o_led_pattern[i] = 1'b1;
            else
                o_led_pattern[i] = 1'b0;    
        end
    end
endmodule
module led_controller(
    input wire i_clk,  
    input wire i_rst,  
    input wire [5:0] i_hour,  
    output wire [3:0] o_pwm_value,  
    output wire o_use_animation  
);
    localparam HOUR_MIDNIGHT = 6'd0;
    localparam HOUR_ANIM = 6'd3;
    localparam HOUR_DAWN = 6'd6;
    localparam HOUR_DUSK = 6'd18;
    localparam HOUR_EVENING = 6'd21;
    localparam BRIGHT_MAX = 4'd15;
    localparam BRIGHT_HIGH = 4'd10;
    localparam BRIGHT_MED = 4'd5;
    localparam BRIGHT_LOW = 4'd2;
    localparam BRIGHT_OFF = 4'd0;
    reg [3:0] r_pwm_reg;
    reg r_anim_reg;
    assign o_pwm_value = r_pwm_reg;
    assign o_use_animation = r_anim_reg;
    always @(posedge i_clk or posedge i_rst) begin
        if (i_rst) begin
            r_pwm_reg <= BRIGHT_OFF;
            r_anim_reg <= 1'b0;
        end else begin
            if(i_hour == HOUR_ANIM) begin
               r_pwm_reg <= BRIGHT_OFF;  
               r_anim_reg <= 1'b1;  
            end else begin
               r_anim_reg <= 1'b0;
               case (1'b1)
                    (i_hour >= HOUR_MIDNIGHT && i_hour < HOUR_ANIM): r_pwm_reg <= BRIGHT_MAX;
                    (i_hour > HOUR_ANIM && i_hour < HOUR_DAWN): r_pwm_reg <= BRIGHT_MED;
                    (i_hour >= HOUR_DAWN && i_hour < HOUR_DUSK): r_pwm_reg <= BRIGHT_LOW;
                    (i_hour >= HOUR_DUSK && i_hour < HOUR_EVENING): r_pwm_reg <= BRIGHT_MED;
                    (i_hour >= HOUR_EVENING && i_hour <= 6'd23): r_pwm_reg <= BRIGHT_HIGH;
                    default: r_pwm_reg <= BRIGHT_LOW;
               endcase     
            end
        end
    end     
endmodule
module pwm_led(
    input wire i_clk,
    input wire [3:0] i_brightness, 
    output reg o_led_out
);
reg [3:0] r_counter = 0;
always @(posedge i_clk) begin
    r_counter <= r_counter + 1;
    o_led_out <= (r_counter < i_brightness) ? 1'b1 : 1'b0;
end
endmodule
module ssd_multiplex(
    input wire i_clk,
    input wire [3:0] i_d0, i_d1, i_d2, i_d3,
    output wire [6:0] o_seg,
    output reg [3:0] o_an
);
    reg [1:0] r_sel;
    reg [16:0] r_refresh_counter;
    reg [3:0] r_current_digit;
    bcd_to_7seg bcd_converter (
        .i_digit(r_current_digit),
        .o_seg(o_seg)
    );
    always @(posedge i_clk) begin
        r_refresh_counter <= r_refresh_counter + 1'b1;
        r_sel <= r_refresh_counter[16:15];  
    end
    always @(*) begin
        case (r_sel)
            2'd0: begin o_an = 4'b1110; r_current_digit = i_d0; end
            2'd1: begin o_an = 4'b1101; r_current_digit = i_d1; end
            2'd2: begin o_an = 4'b1011; r_current_digit = i_d2; end
            2'd3: begin o_an = 4'b0111; r_current_digit = i_d3; end
            default: begin o_an = 4'b1111; r_current_digit = 4'd0; end
        endcase
    end
endmodule
module top_module(
    input wire i_clk,  
    input wire i_rst,  
    input wire i_btn_hours,  
    input wire i_btn_minutes,  
    output wire [6:0] o_seg,  
    output wire [3:0] o_an,  
    output wire [15:0] o_leds  
);
    wire w_clk_1hz;
    wire w_btn_h_clean; 
    wire w_btn_m_clean;
    wire [5:0] w_hours;
    wire [5:0] w_minutes;
    wire [3:0] w_pwm_value;
    wire w_use_animation;
    wire [15:0] w_anim_leds;
    clock_divider #(.p_DIVIDER_VALUE(26'd50_000_000)) clkdiv_inst (
        .i_clk(i_clk),
        .i_rst(i_rst),
        .o_clk_1hz(w_clk_1hz)
    );
    debounce db_hour (
        .i_clk(i_clk),
        .i_btn_in(i_btn_hours),
        .o_btn_out(w_btn_h_clean)
    );
    debounce db_min (
        .i_clk(i_clk),
        .i_btn_in(i_btn_minutes),
        .o_btn_out(w_btn_m_clean)
    );
    clock_logic clock_inst (
        .i_clk_1hz(w_clk_1hz),
        .i_rst(i_rst),
        .i_inc_hours(w_btn_h_clean),
        .i_inc_minutes(w_btn_m_clean),
        .o_hours(w_hours),
        .o_minutes(w_minutes)
    );
    ssd_multiplex display_inst (
        .i_clk(i_clk),
        .i_d0(w_minutes % 10),
        .i_d1(w_minutes / 10),
        .i_d2(w_hours % 10),
        .i_d3(w_hours / 10),
        .o_seg(o_seg),
        .o_an(o_an)
    );
    led_controller led_ctrl (
        .i_clk(i_clk),
        .i_rst(i_rst),
        .i_hour(w_hours),
        .o_pwm_value(w_pwm_value),
        .o_use_animation(w_use_animation)
    );
    led_animator animator (
        .i_clk(i_clk),
        .i_rst(i_rst),
        .o_led_pattern(w_anim_leds)
    );
    genvar i;
    generate
        for (i = 0; i < 16; i = i + 1) begin : pwm_loop
            pwm_led pwm_inst (
                .i_clk(i_clk),
                .i_brightness(w_use_animation ? (w_anim_leds[i] ? 4'd8 : 4'd0) : w_pwm_value),
                .o_led_out(o_leds[i])
            );
        end
    endgenerate
endmodule
==> changes_impl.md <==
## Implementation

- Run status: completed
- Yosys xor share: 10.1%
- IO Port Bufs: 30
- Crit path buf inv count: 5
- Endpoint required time on the critical path: 5.60 ns
- Power per cell area: 204 mW/mm2
- Via/cell ratio: 4.99
- Routability cong.: 0.872
- Yosys Warn Count: 12
- Reg clk slew, reported paths: 0.07 ns
- Register name with the most flops: pwm_loop.pwm_inst.r_counter
- Top achievable clock speed: 152 MHz
- Predominant post-synthesis flop cell: sky130_fd_sc_hd__dfxtp_1
- Classification of the worst setup path: flip-flop to output port
- Maximum number of pins on one net before global-route repair: 56
- Worst slew slack as a fraction of its limit: 48.5%
- Smallest setup slack after layout: 0.436 ns
- Number of global-route vias before repair: 6860
- First-pass GRT wire length: 31.8 mm
- Buffer cell driving the clock tree root: sky130_fd_sc_hd__clkbuf_16
- Antenna cells: 0
- Cell types with the largest area share after synthesis: sky130_fd_sc_hd__dfxtp_1 25%, sky130_fd_sc_hd__dfrtp_1 16%, sky130_fd_sc_hd__ha_1 11%, sky130_fd_sc_hd__xor2_1 5.2%, sky130_fd_sc_hd__xnor2_1 5.0%
- And+or+nand+nor area frac: 17.9%
- Number of cell rows: 59
- Post-synth mux share: 1.36%
- Share of post-route cells with drive strength above 1: 6.63%
- Yosys Chip Area: 0.0108 mm2
- Top logic cell family in the synthesized netlist: simple AND/OR/NAND/NOR gates
- Cell count in the Yosys report: 1140
- Hold violation total from the final report: 0
- Worst path slowest cell: sky130_fd_sc_hd__clkdlybuf4s50_1
- Fa+ha+maj area frac: 11.0%
- Largest stage delay on the critical path: 0.49 ns
- Area fraction of the dominant cell type after synthesis: 25.4%
- Peak supply drop: 0.157 mV
- Type of the tightest min-delay check: flip-flop to flip-flop
- Worst-case clock skew: 0.00777 ns
- Maximum number of buffers from clock root to sink: 2
- Total of flip-flops plus latches after synthesis: 210
- Number of iterations in the first detailed-routing pass: 23
- Critical path capture point type: output port
- Routed vias: 7472
- Wire length after detailed routing: 18.0 mm
- Reported leakage power: 0.00509 uW
- Post-Route Utilization: 45.4%
- WL/cell: 12.0 um
- Cts-stage hold buffer count: 0
- Initial antenna violation count: 0
- Log Warnings: 40
- Critical Path AT: 5.16 ns
- Transition time at the pin with the least slew margin: 0.751 ns
- Number of inserted filler cells in the final layout: 2457
- Die width: 166 um
- Number of register pins that no clock reaches: 12
- Final HPWL DP: 12.4 mm
- CTS buffer count: 17
- Remaining global-route overflow: 0
- Cells after synthesis: 1140
- TritonCTS clock tree: built
- Most numerous cell on the critical path: sky130_fd_sc_hd__inv_1
- Initial cell density of the core: 41.1%
- Fraction of the cycle the final worst path needs: 93.8%
- Average size of a mapped cell: 9.47 um2
- Switching component of the power: 653 uW
- Drt drc: 0
- Registers with the most flip-flops: pwm_loop.pwm_inst.r_counter: 64 flops, clkdiv_inst.r_counter: 26 flops, animator.r_delay_cnt: 24 flops
- Top-Level Pins: 31
- Ordered cell list for the critical path: buf_4 -> o21a_1 -> a21oi_1 -> inv_1 -> ha_1 -> or3_4 -> ha_2 -> or2_2 -> o221ai_4 -> o211ai_4 -> o21a_1 -> or2_1 -> a2111oi_4 -> inv_1 -> ha_1 -> inv_1 -> nor2_1 -> a22oi_1 -> clkdlybuf4s50_1
- Vertical die size: 166 um
- Switching Fraction: 26.8%
- RSZ-0062 raised after global routing: false
- And-or/or-and share of the synthesized area: 12.2%
- Cell area after synthesis: 0.0108 mm2
- Cell taking the most area after synthesis: sky130_fd_sc_hd__dfxtp_1
- Std-Cell Core Area: 0.0263 mm2
- Reg power frac: 49.1%
- CP delay by family, top: AND-OR/OR-AND gates
- Overall power of the completed layout: 2430 uW
- CTS H-Tree Depth: 4
- Sequential fraction of the synthesis area: 42.4%
- Number of unconstrained endpoints: 16
- Clk latency late pin: 0.43 ns
- Iteration-0 DRC Markers: 329
- Worst-path maximum fanout: 20
- Design internal power: 1780 uW
- Number of setup violations in the final report: 0
- Setup_tns: 0 ns
- Number of pins with negative max-slew slack in the final report: 0
- Area growth syn-to-layout: 10.6%
- Period minus WS final: 6.56 ns
- Total die size: 0.0276 mm2
- Critical path launch point type: flip-flop
- Relative contribution of the clock network to total power: 39.9%
- Async set or reset register ratio after synthesis: 33.8%
- Number of flip-flops under the largest register name: 64
- Number of max-capacitance violations reported: 0
- Count of flip-flops with a built-in enable after synthesis: 2
- Final antenna-violating net count: 0
- All-layer global routing usage: 13.8%
- Logic pwr share: 11.0%
- Pre-CTS worst setup slack: 0.573 ns
- Post-synthesis cell type count: 82
## cell usage after synthesis (4+ instances only)
master and n:
sky130_fd_sc_hd__nor4_1 5, sky130_fd_sc_hd__ha_1 95, sky130_fd_sc_hd__nor2b_1 15, sky130_fd_sc_hd__nand2_1 57, sky130_fd_sc_hd__nor3_1 18, sky130_fd_sc_hd__a211oi_1 4
sky130_fd_sc_hd__o22ai_1 4, sky130_fd_sc_hd__o21ai_0 45, sky130_fd_sc_hd__dfxtp_1 137, sky130_fd_sc_hd__xnor2_1 61, sky130_fd_sc_hd__nand4_1 18, sky130_fd_sc_hd__nand2b_1 23
sky130_fd_sc_hd__mux2i_1 9, sky130_fd_sc_hd__a22oi_1 4, sky130_fd_sc_hd__xor2_1 64, sky130_fd_sc_hd__mux2_2 4, sky130_fd_sc_hd__and2_1 4, sky130_fd_sc_hd__a31oi_1 13
sky130_fd_sc_hd__o21a_1 22, sky130_fd_sc_hd__nand3_1 68, sky130_fd_sc_hd__or2_2 6, sky130_fd_sc_hd__a21oi_1 52, sky130_fd_sc_hd__a21o_1 4, sky130_fd_sc_hd__and4_1 5
sky130_fd_sc_hd__and3_1 22, sky130_fd_sc_hd__or3_1 11, sky130_fd_sc_hd__buf_6 5, sky130_fd_sc_hd__dfrtp_1 71, sky130_fd_sc_hd__buf_4 16, sky130_fd_sc_hd__clkbuf_1 30
sky130_fd_sc_hd__inv_1 56, sky130_fd_sc_hd__nor2_1 119
## cells by family after synthesis
| logic type | Yosys count |
|---|---|
| and+or+nand+nor | 386 |
| DFF | 210 |
| AOI/OAI and AO/OA | 195 |
| xor gates and xnor gates | 125 |
| buffers and inverters | 114 |
| adders and majority gates | 95 |
| muxes | 14 |
| other | 1 |
## through the flow
step / std cells / hold WS [ns] / instance area [um2]
after floorplan: 1140 / 0.310 / 10800
after global placement: 1461 / 0.313 / 11300
after detailed placement: 1461 / 0.314 / 11300
after CTS: 1493 / 0.331 / 11900
after global routing: 1496 / 0.336 / 11900
final: 1496 / 0.331 / 11900
## repair_timing
item / in CTS / in global routing
buffers inserted: 0 / 3
resized: 0 / 3
endpoints found under the setup margin: 0 / 7
endpoints found under the hold margin: 0 / 0
## metal layers
layer  up-vias  global-route usage, %  wire (um)
met5         -                      0          0
met4         0                   1.61        148
met3         9                   2.28        565
met2        87                   20.6       7870
met1      3432                   22.1       9400
li1       3944                      -          -
## path summary, 6_finish.rpt
| path | startpoint | endpoint | slack (ns) | cells past startpoint |
|---|---|---|---|---|
| max | display_inst.r_sel[1]$_DFF_P_ | o_seg[4] | 0.44 | 19 |
| min | db_hour.r_sync_0$_DFF_P_ | db_hour.r_sync_1$_DFF_P_ | 0.33 | 0 |
| max reg2reg | animator.r_pos[3]$_DFFE_PP0N_ | pwm_loop[10].pwm_inst.o_led_out$_DFF_P_ | 4.53 | 8 |
| min reg2reg | db_hour.r_sync_0$_DFF_P_ | db_hour.r_sync_1$_DFF_P_ | 0.33 | 0 |
| max in group asynchronous | i_rst | animator.r_delay_cnt[13]$_DFF_PP0_ | 4.72 | 3 |
| min in group asynchronous | i_rst | clkdiv_inst.r_counter[13]$_DFF_PP0_ | 1.26 | 2 |
## cell type report
type	count	area, um2	share of cell area (%)
multi-input combinational	816	5710	47.9
clock buffer	19	464	3.89
timing repair buffer	44	405	3.40
tap	335	419	3.51
sequential	210	4580	38.4
inverter	59	221	1.86
clock inverter	13	131	1.10
## worst reg2reg max path: cells and delay by family, from the launching register on
family | cells | cell delay, ns
adder cells (fa/ha/maj) | 1 | 0.25
AND-OR/OR-AND | 4 | 0.65
buffers and inverters | 1 | 0.34
flip-flops | 1 | 0.55
AND/OR/NAND/NOR | 1 | 0.19
XOR/XNOR | 1 | 0.42
## layout by cell type, fill, tap and decap left out, types with 52 or more instances in the layout
| cell type | n |
|---|---|
| sky130_fd_sc_hd__dfxtp_1 | 137 |
| sky130_fd_sc_hd__nor2_1 | 119 |
| sky130_fd_sc_hd__ha_1 | 94 |
| sky130_fd_sc_hd__dfrtp_1 | 71 |
| sky130_fd_sc_hd__nand3_1 | 68 |
| sky130_fd_sc_hd__xor2_1 | 64 |
| sky130_fd_sc_hd__xnor2_1 | 61 |
| sky130_fd_sc_hd__nand2_1 | 57 |
| sky130_fd_sc_hd__inv_1 | 55 |
| sky130_fd_sc_hd__a21oi_1 | 52 |
## power groups by stage
stage | clock, uW | combinational (uW) | sequential (uW)
after CTS | 1010 | 266 | 1190
after global routing | 1050 | 301 | 1200
final | 970 | 267 | 1200
Power figures rest on the tool's default switching activity, not on a simulated workload.
